**flow/design.v**
```verilog
`timescale 1ns/1ns
module MUX( ALUOut, HiOut, LoOut, Shifter, Signal, dataOut );
input [31:0] ALUOut ;
input [31:0] HiOut ;
input [31:0] LoOut ;
input [31:0] Shifter ;
input [5:0] Signal ;
output [31:0] dataOut ;
parameter AND = 6'b100100;
parameter OR  = 6'b100101;
parameter ADD = 6'b100000;
parameter SUB = 6'b100010;
parameter SLT = 6'b101010;
parameter SLL = 6'b000000;
parameter DIVU = 6'b011011;
parameter MFHI = 6'b010000;
parameter MFLO = 6'b010010;
assign dataOut = ( Signal == AND || Signal == OR || Signal == ADD || Signal == SUB || Signal == SLT ) ? ALUOut : ( Signal == MFHI ) ? HiOut : ( Signal == MFLO ) ? LoOut : ( Signal == SLL ) ? Shifter : 32'b0;  
endmodule
```
**flow/config.mk**
```make
export PLATFORM = sky130hd
export DESIGN_NAME = MUX
export DESIGN_NICKNAME = MUX
export VERILOG_FILES = /design/flow/design.v
export SDC_FILE = /design/flow/constraint.sdc
export NUM_CORES = 4
export LEC_CHECK = 1
export CORE_AREA = 10 10 107 107
export DIE_AREA = 0 0 117 117
```
**flow/run.sh**
```bash
#!/bin/bash
# OpenROAD 26Q1-2900-gdf79404cd8, Yosys 0.63+post, stock flow scripts
make -C /OpenROAD-flow-scripts/flow DESIGN_CONFIG=/design/flow/config.mk WORK_HOME=/design/flow/orfs finish
```
**flow/constraint.sdc**
```tcl
current_design MUX

set clk_period 12.5
set clk_io_pct 0.2

create_clock -name clk0 -period $clk_period

set non_clock_inputs [all_inputs -no_clocks]
set_input_delay [expr $clk_period * $clk_io_pct] -clock clk0 $non_clock_inputs
set_output_delay [expr $clk_period * $clk_io_pct] -clock clk0 [all_outputs]
```
==> changes_impl.md <==
### Physical design

* Post-CTS Setup Inserts at 0
* First-pass GRT wire length at 13820 um
* Final Hold Viols at 0
* IO Count at 166
* Fin. max-slew vios at 0
* Synth Seq Share at 0%
* Max-Cap Viols at 0
* Required @ worst endpoint at 10000 ps
* Iteration-0 DRC Markers at 100
* Psw at 0.02802 mW
* P_int at 0.05644 mW
* Slew headroom at 59.27%
* Minimum clock period at 7918 ps
* Flops at 0
* Final hold slack at 6066 ps
* Power density cells at 26.72 nW/um^2
* GRT overflow at 0
* Crit end category: primary output
* Synth Warn # at 0
* Static Leak at 1.009 nW
* DRT Pass-1 Iters at 4
* Final worst-path cycle share at 63.35%
* RSZ-0062 raised after global routing: false
* Total power draw at 0.08446 mW
* Synthesized cell area at 1504 sq um
* Gpl congestion at 0.8486
* Max frequency at 126.3 MHz
* Die Span Y at 117 um
* # DRC at 0
* Average wire per standard cell at 19.40 um
* Yosys cell types at 15
* Vias in the first global route at 2379
* Clock Buffer Count at 0
* Die Size at 13690 sq um
* Largest net degree at the start of global routing at 67
* Sequential standard cell area at 0 sq um
* Outcome: finished clean
* Syn Inst Count at 244
* Port Buf Inserts at 166
* Initial antenna violation count at 0
* Chip Area, Yosys at 1504 sq um
* Pre-Place Util at 16.35%
* Final setup violation count at 0
* Number of cells in Yosys stat at 244
* Crit Path Max Fanout at 66
* Tool warnings at 32
* Post-CTS sizing at 0
* Flop pwr share at 0%
* P&R area growth vs syn at 110.1%
* Clock power share at 0%
* Hold crit path type: primary input to primary output
* Total negative setup slack at 0 ps
* Logic pwr share at 100.0%
* Inserted Diodes at 0
* Mean Syn Cell Area at 6.164 sq um
* Arr. time, crit path at 5420 ps
* Worst vdd ir at 13.86 uV
* Routed WL at 9411 um
* Via density at 5.089
* Sw frac at 33.18%
* Core Rows at 35
* Die Span X at 117 um
* Hpwl dp at 7577 um
* Critical path class: primary input to primary output
* Critical Path Source Type: primary input
* Actual slew at the worst max-slew pin at 611.0 ps
* Routed Antenna Nets at 0
* Global Route Usage Sum at 12.65%
* Vias at 2468
* Layout cells sized above 1 at 3.743%
* Core box area at 9196 sq um
* Post-CTS Hold Buffers at 0
## power groups by stage
| stage | logic [mW] | registers [mW] | clock network (mW) |
|---|---|---|---|
| after CTS | 0.0854 | 0 | 0 |
| after global routing | 0.0915 | 0 | 0 |
| final | 0.0845 | 0 | 0 |
## synth_stat cells
master	number	area, sq um
nand2b_1	2	12.51
o21ai_0	32	160.2
or2_1	1	6.260
mux2_2	1	11.26
and3_1	32	200.2
nor4_1	33	206.5
or4_4	1	11.26
nor3_1	32	160.2
buf_1	2	7.510
clkbuf_1	37	138.9
or3_1	1	6.260
nor3b_1	32	240.2
nor2b_1	1	6.260
buf_6	5	56.30
a311oi_1	32	280.3
## cell usage in the layout (no fill, tap or decap), drive strengths merged, types with 2 or more instances in the layout
cell | synthesis | final
clkdlybuf4s50 | 0 | 164
nor4 | 33 | 33
and3 | 32 | 32
nor3b | 32 | 32
o21ai | 32 | 32
nor3 | 32 | 32
a311oi | 32 | 32
buf | 7 | 10
nand2b | 2 | 2
## per-layer routing
| layer | vias to the layer above | track usage (%) | part of all wire, % |
|---|---|---|---|
| met3 | 2 | 3.664 | 12 |
| met4 | 0 | 0.3295 | 0.26 |
| met5 | - | 0 | 0 |
| met2 | 123 | 20.92 | 48 |
| met1 | 1094 | 16.86 | 40 |
| li1 | 1249 | - | - |
## path summary, 6_finish.rpt
path	start	slack [ps]	end	cells past startpoint
max	Signal[1]	4580	dataOut[31]	7
min	HiOut[28]	6070	dataOut[28]	4
## cell families (layout without fill, tap and decap cells)
logic type | after synthesis | after routing | synth area share, %
AND/OR/NAND/NOR | 135 | 135 | 56.49
multiplexers | 1 | 1 | 0.7487
AND-OR/OR-AND | 64 | 64 | 29.28
buffers and inverters | 44 | 174 | 13.48
## final cells by class
cell class                      instances  area (sq um)
Fill cell                             963          6036
Multi-Input combinational cell        200          1310
Tap cell                              111         138.9
Timing Repair Buffer                  174          1712
## stage by stage
stage | utilization [%] | cells | cell area [sq um] | setup slack [ps]
after floorplan | - | 244 | 1504 | 6206
after global placement | 34.37 | 485 | 3161 | 4579
after detailed placement | 34.37 | 485 | 3161 | 4556
after CTS | 34.37 | 485 | 3161 | 4549
after global routing | 34.37 | 485 | 3161 | 4366
final | 34.37 | 485 | 3161 | 4582
## worst max-delay path, cell delays in order
cell	delay, ps
buf_2	80
buf_4	430
mux2_2	630
or3_1	640
buf_4	320
a311oi_1	290
clkdlybuf4s50_1	530
Power is estimated from default activity; no workload was simulated.
