File: /design/flow/constraint.sdc
current_design Shifter

set clk_period 2.8
set clk_io_pct 0.2

create_clock -name clk0 -period $clk_period

set non_clock_inputs [all_inputs -no_clocks]
set_input_delay [expr $clk_period * $clk_io_pct] -clock clk0 $non_clock_inputs
set_output_delay [expr $clk_period * $clk_io_pct] -clock clk0 [all_outputs]
File: /design/flow/design.v
`timescale 1ns/1ns
module Shifter( dataA, dataB, Signal, dataOut );
input [31:0] dataA;
input [31:0] dataB;
input [5:0] Signal;
output [31:0] dataOut;
wire [31:0] ans;
wire [31:0] ansOfShifter_0;
wire [31:0] ansOfShifter_1;
wire [31:0] ansOfShifter_2;
wire [31:0] ansOfShifter_3;
wire [31:0] ansOfShifter_4;
parameter SLL = 6'b000000;
Shifter_0 Shifter_0( .data( dataA ), .control( dataB ), .dataOut( ansOfShifter_0 ) );
Shifter_1 Shifter_1( .data( ansOfShifter_0 ), .control( dataB ), .dataOut( ansOfShifter_1 ) );
Shifter_2 Shifter_2( .data( ansOfShifter_1 ), .control( dataB ), .dataOut( ansOfShifter_2 ) );
Shifter_3 Shifter_3( .data( ansOfShifter_2 ), .control( dataB ), .dataOut( ansOfShifter_3 ) );
Shifter_4 Shifter_4( .data( ansOfShifter_3 ), .control( dataB ), .dataOut( ansOfShifter_4 ) );
assign dataOut = ansOfShifter_4;
endmodule
`timescale 1ns/1ns
module Shifter_0( data, control, dataOut );
input [31:0] data;
input [31:0] control;
output [31:0] dataOut ;
assign dataOut[0] = ( control[0] == 1 ) ? 1'b0 : data[0];
assign dataOut[1] = ( control[0] == 1 ) ? data[0] : data[1];
assign dataOut[2] = ( control[0] == 1 ) ? data[1] : data[2];
assign dataOut[3] = ( control[0] == 1 ) ? data[2] : data[3];
assign dataOut[4] = ( control[0] == 1 ) ? data[3] : data[4];
assign dataOut[5] = ( control[0] == 1 ) ? data[4] : data[5];
assign dataOut[6] = ( control[0] == 1 ) ? data[5] : data[6];
assign dataOut[7] = ( control[0] == 1 ) ? data[6] : data[7];
assign dataOut[8] = ( control[0] == 1 ) ? data[7] : data[8];
assign dataOut[9] = ( control[0] == 1 ) ? data[8] : data[9];
assign dataOut[10] = ( control[0] == 1 ) ? data[9] : data[10];
assign dataOut[11] = ( control[0] == 1 ) ? data[10] : data[11];
assign dataOut[12] = ( control[0] == 1 ) ? data[11] : data[12];
assign dataOut[13] = ( control[0] == 1 ) ? data[12] : data[13];
assign dataOut[14] = ( control[0] == 1 ) ? data[13] : data[14];
assign dataOut[15] = ( control[0] == 1 ) ? data[14] : data[15];
assign dataOut[16] = ( control[0] == 1 ) ? data[15] : data[16];
assign dataOut[17] = ( control[0] == 1 ) ? data[16] : data[17];
assign dataOut[18] = ( control[0] == 1 ) ? data[17] : data[18];
assign dataOut[19] = ( control[0] == 1 ) ? data[18] : data[19];
assign dataOut[20] = ( control[0] == 1 ) ? data[19] : data[20];
assign dataOut[21] = ( control[0] == 1 ) ? data[20] : data[21];
assign dataOut[22] = ( control[0] == 1 ) ? data[21] : data[22];
assign dataOut[23] = ( control[0] == 1 ) ? data[22] : data[23];
assign dataOut[24] = ( control[0] == 1 ) ? data[23] : data[24];
assign dataOut[25] = ( control[0] == 1 ) ? data[24] : data[25];
assign dataOut[26] = ( control[0] == 1 ) ? data[25] : data[26];
assign dataOut[27] = ( control[0] == 1 ) ? data[26] : data[27];
assign dataOut[28] = ( control[0] == 1 ) ? data[27] : data[28];
assign dataOut[29] = ( control[0] == 1 ) ? data[28] : data[29];
assign dataOut[30] = ( control[0] == 1 ) ? data[29] : data[30];
assign dataOut[31] = ( control[0] == 1 ) ? data[30] : data[31];
endmodule
`timescale 1ns/1ns
module Shifter_1( data, control, dataOut );
input [31:0] data;
input [31:0] control;
output [31:0] dataOut ;
assign dataOut[0] = ( control[1] == 1 ) ? 1'b0 : data[0];
assign dataOut[1] = ( control[1] == 1 ) ? 1'b0 : data[1];
assign dataOut[2] = ( control[1] == 1 ) ? data[0] : data[2];
assign dataOut[3] = ( control[1] == 1 ) ? data[1] : data[3];
assign dataOut[4] = ( control[1] == 1 ) ? data[2] : data[4];
assign dataOut[5] = ( control[1] == 1 ) ? data[3] : data[5];
assign dataOut[6] = ( control[1] == 1 ) ? data[4] : data[6];
assign dataOut[7] = ( control[1] == 1 ) ? data[5] : data[7];
assign dataOut[8] = ( control[1] == 1 ) ? data[6] : data[8];
assign dataOut[9] = ( control[1] == 1 ) ? data[7] : data[9];
assign dataOut[10] = ( control[1] == 1 ) ? data[8] : data[10];
assign dataOut[11] = ( control[1] == 1 ) ? data[9] : data[11];
assign dataOut[12] = ( control[1] == 1 ) ? data[10] : data[12];
assign dataOut[13] = ( control[1] == 1 ) ? data[11] : data[13];
assign dataOut[14] = ( control[1] == 1 ) ? data[12] : data[14];
assign dataOut[15] = ( control[1] == 1 ) ? data[13] : data[15];
assign dataOut[16] = ( control[1] == 1 ) ? data[14] : data[16];
assign dataOut[17] = ( control[1] == 1 ) ? data[15] : data[17];
assign dataOut[18] = ( control[1] == 1 ) ? data[16] : data[18];
assign dataOut[19] = ( control[1] == 1 ) ? data[17] : data[19];
assign dataOut[20] = ( control[1] == 1 ) ? data[18] : data[20];
assign dataOut[21] = ( control[1] == 1 ) ? data[19] : data[21];
assign dataOut[22] = ( control[1] == 1 ) ? data[20] : data[22];
assign dataOut[23] = ( control[1] == 1 ) ? data[21] : data[23];
assign dataOut[24] = ( control[1] == 1 ) ? data[22] : data[24];
assign dataOut[25] = ( control[1] == 1 ) ? data[23] : data[25];
assign dataOut[26] = ( control[1] == 1 ) ? data[24] : data[26];
assign dataOut[27] = ( control[1] == 1 ) ? data[25] : data[27];
assign dataOut[28] = ( control[1] == 1 ) ? data[26] : data[28];
assign dataOut[29] = ( control[1] == 1 ) ? data[27] : data[29];
assign dataOut[30] = ( control[1] == 1 ) ? data[28] : data[30];
assign dataOut[31] = ( control[1] == 1 ) ? data[29] : data[31];
endmodule
`timescale 1ns/1ns
module Shifter_2( data, control, dataOut );
input [31:0] data;
input [31:0] control;
output [31:0] dataOut ;
assign dataOut[0] = ( control[2] == 1 ) ? 1'b0 : data[0];
assign dataOut[1] = ( control[2] == 1 ) ? 1'b0 : data[1];
assign dataOut[2] = ( control[2] == 1 ) ? 1'b0 : data[2];
assign dataOut[3] = ( control[2] == 1 ) ? 1'b0 : data[3];
assign dataOut[4] = ( control[2] == 1 ) ? data[0] : data[4];
assign dataOut[5] = ( control[2] == 1 ) ? data[1] : data[5];
assign dataOut[6] = ( control[2] == 1 ) ? data[2] : data[6];
assign dataOut[7] = ( control[2] == 1 ) ? data[3] : data[7];
assign dataOut[8] = ( control[2] == 1 ) ? data[4] : data[8];
assign dataOut[9] = ( control[2] == 1 ) ? data[5] : data[9];
assign dataOut[10] = ( control[2] == 1 ) ? data[6] : data[10];
assign dataOut[11] = ( control[2] == 1 ) ? data[7] : data[11];
assign dataOut[12] = ( control[2] == 1 ) ? data[8] : data[12];
assign dataOut[13] = ( control[2] == 1 ) ? data[9] : data[13];
assign dataOut[14] = ( control[2] == 1 ) ? data[10] : data[14];
assign dataOut[15] = ( control[2] == 1 ) ? data[11] : data[15];
assign dataOut[16] = ( control[2] == 1 ) ? data[12] : data[16];
assign dataOut[17] = ( control[2] == 1 ) ? data[13] : data[17];
assign dataOut[18] = ( control[2] == 1 ) ? data[14] : data[18];
assign dataOut[19] = ( control[2] == 1 ) ? data[15] : data[19];
assign dataOut[20] = ( control[2] == 1 ) ? data[16] : data[20];
assign dataOut[21] = ( control[2] == 1 ) ? data[17] : data[21];
assign dataOut[22] = ( control[2] == 1 ) ? data[18] : data[22];
assign dataOut[23] = ( control[2] == 1 ) ? data[19] : data[23];
assign dataOut[24] = ( control[2] == 1 ) ? data[20] : data[24];
assign dataOut[25] = ( control[2] == 1 ) ? data[21] : data[25];
assign dataOut[26] = ( control[2] == 1 ) ? data[22] : data[26];
assign dataOut[27] = ( control[2] == 1 ) ? data[23] : data[27];
assign dataOut[28] = ( control[2] == 1 ) ? data[24] : data[28];
assign dataOut[29] = ( control[2] == 1 ) ? data[25] : data[29];
assign dataOut[30] = ( control[2] == 1 ) ? data[26] : data[30];
assign dataOut[31] = ( control[2] == 1 ) ? data[27] : data[31];
endmodule
`timescale 1ns/1ns
module Shifter_3( data, control, dataOut );
input [31:0] data;
input [31:0] control;
output [31:0] dataOut ;
assign dataOut[0] = ( control[3] == 1 ) ? 1'b0 : data[0];
assign dataOut[1] = ( control[3] == 1 ) ? 1'b0 : data[1];
assign dataOut[2] = ( control[3] == 1 ) ? 1'b0 : data[2];
assign dataOut[3] = ( control[3] == 1 ) ? 1'b0 : data[3];
assign dataOut[4] = ( control[3] == 1 ) ? 1'b0 : data[4];
assign dataOut[5] = ( control[3] == 1 ) ? 1'b0 : data[5];
assign dataOut[6] = ( control[3] == 1 ) ? 1'b0 : data[6];
assign dataOut[7] = ( control[3] == 1 ) ? 1'b0 : data[7];
assign dataOut[8] = ( control[3] == 1 ) ? data[0] : data[8];
assign dataOut[9] = ( control[3] == 1 ) ? data[1] : data[9];
assign dataOut[10] = ( control[3] == 1 ) ? data[2] : data[10];
assign dataOut[11] = ( control[3] == 1 ) ? data[3] : data[11];
assign dataOut[12] = ( control[3] == 1 ) ? data[4] : data[12];
assign dataOut[13] = ( control[3] == 1 ) ? data[5] : data[13];
assign dataOut[14] = ( control[3] == 1 ) ? data[6] : data[14];
assign dataOut[15] = ( control[3] == 1 ) ? data[7] : data[15];
assign dataOut[16] = ( control[3] == 1 ) ? data[8] : data[16];
assign dataOut[17] = ( control[3] == 1 ) ? data[9] : data[17];
assign dataOut[18] = ( control[3] == 1 ) ? data[10] : data[18];
assign dataOut[19] = ( control[3] == 1 ) ? data[11] : data[19];
assign dataOut[20] = ( control[3] == 1 ) ? data[12] : data[20];
assign dataOut[21] = ( control[3] == 1 ) ? data[13] : data[21];
assign dataOut[22] = ( control[3] == 1 ) ? data[14] : data[22];
assign dataOut[23] = ( control[3] == 1 ) ? data[15] : data[23];
assign dataOut[24] = ( control[3] == 1 ) ? data[16] : data[24];
assign dataOut[25] = ( control[3] == 1 ) ? data[17] : data[25];
assign dataOut[26] = ( control[3] == 1 ) ? data[18] : data[26];
assign dataOut[27] = ( control[3] == 1 ) ? data[19] : data[27];
assign dataOut[28] = ( control[3] == 1 ) ? data[20] : data[28];
assign dataOut[29] = ( control[3] == 1 ) ? data[21] : data[29];
assign dataOut[30] = ( control[3] == 1 ) ? data[22] : data[30];
assign dataOut[31] = ( control[3] == 1 ) ? data[23] : data[31];
endmodule
`timescale 1ns/1ns
module Shifter_4( data, control, dataOut );
input [31:0] data;
input [31:0] control;
output [31:0] dataOut ;
assign dataOut[0] = ( control[4] == 1 ) ? 1'b0 : data[0];
assign dataOut[1] = ( control[4] == 1 ) ? 1'b0 : data[1];
assign dataOut[2] = ( control[4] == 1 ) ? 1'b0 : data[2];
assign dataOut[3] = ( control[4] == 1 ) ? 1'b0 : data[3];
assign dataOut[4] = ( control[4] == 1 ) ? 1'b0 : data[4];
assign dataOut[5] = ( control[4] == 1 ) ? 1'b0 : data[5];
assign dataOut[6] = ( control[4] == 1 ) ? 1'b0 : data[6];
assign dataOut[7] = ( control[4] == 1 ) ? 1'b0 : data[7];
assign dataOut[8] = ( control[4] == 1 ) ? 1'b0 : data[8];
assign dataOut[9] = ( control[4] == 1 ) ? 1'b0 : data[9];
assign dataOut[10] = ( control[4] == 1 ) ? 1'b0 : data[10];
assign dataOut[11] = ( control[4] == 1 ) ? 1'b0 : data[11];
assign dataOut[12] = ( control[4] == 1 ) ? 1'b0 : data[12];
assign dataOut[13] = ( control[4] == 1 ) ? 1'b0 : data[13];
assign dataOut[14] = ( control[4] == 1 ) ? 1'b0 : data[14];
assign dataOut[15] = ( control[4] == 1 ) ? 1'b0 : data[15];
assign dataOut[16] = ( control[4] == 1 ) ? data[0] : data[16];
assign dataOut[17] = ( control[4] == 1 ) ? data[1] : data[17];
assign dataOut[18] = ( control[4] == 1 ) ? data[2] : data[18];
assign dataOut[19] = ( control[4] == 1 ) ? data[3] : data[19];
assign dataOut[20] = ( control[4] == 1 ) ? data[4] : data[20];
assign dataOut[21] = ( control[4] == 1 ) ? data[5] : data[21];
assign dataOut[22] = ( control[4] == 1 ) ? data[6] : data[22];
assign dataOut[23] = ( control[4] == 1 ) ? data[7] : data[23];
assign dataOut[24] = ( control[4] == 1 ) ? data[8] : data[24];
assign dataOut[25] = ( control[4] == 1 ) ? data[9] : data[25];
assign dataOut[26] = ( control[4] == 1 ) ? data[10] : data[26];
assign dataOut[27] = ( control[4] == 1 ) ? data[11] : data[27];
assign dataOut[28] = ( control[4] == 1 ) ? data[12] : data[28];
assign dataOut[29] = ( control[4] == 1 ) ? data[13] : data[29];
assign dataOut[30] = ( control[4] == 1 ) ? data[14] : data[30];
assign dataOut[31] = ( control[4] == 1 ) ? data[15] : data[31];
endmodule
File: /design/flow/config.mk
export PLATFORM = sky130hd
export DESIGN_NAME = Shifter
export DESIGN_NICKNAME = Shifter
export VERILOG_FILES = /design/flow/design.v
export SDC_FILE = /design/flow/constraint.sdc
export NUM_CORES = 4
export LEC_CHECK = 1
export CORE_AREA = 10 10 107 107
export DIE_AREA = 0 0 117 117
File: /design/flow/run.sh
#!/bin/bash
# OpenROAD 26Q1-2900-gdf79404cd8, Yosys 0.63+post, stock flow scripts
make -C /OpenROAD-flow-scripts/flow DESIGN_CONFIG=/design/flow/config.mk WORK_HOME=/design/flow/orfs finish
==> ci_impl_report.md <==
### Flow metrics

| Metric | Value |
|---|---|
| Status | complete, but fails checks |
| Failing checks | setup timing |
| # setup viols final | 1 |
| Registers | 0 |
| Mux share | 55.80% |
| Io pins | 102 |
| Adder share | 0% |
| MaxCap Viol Count | 0 |
| Cell area after synthesis | 2069 sq um |
| Drt initial violations | 113 |
| Worst endpoint required time | 2.24 ns |
| Slack of the critical path | -0.01183 ns |
| Xor/xnor share | 0% |
| Log Warnings | 67 |
| CP arrival | 2.25 ns |
| Critical path, cell by cell | buf_2, mux4_2, a222oi_1, buf_4, nor2_2, a211o_1, buf_2 |
| Critical Path Fanout Max | 5 |
| Cell Area, Placed | 3492 sq um |
| Setup_tns | -0.01183 ns |
| Top cell by count, worst path | buf_2 |
| Fraction of layout cells with a size suffix above 1 | 60.10% |
| Hold Path End | dataOut[8] |
| Post-Place Setup Slack | -0.6569 ns |
| Layout filler cell count | 877 |
| Post-route DRC | 0 |
| Via count | 2692 |
| Vias in the first global route | 2771 |
| Average wire per standard cell | 19.33 microns |
| Total congestion overflow | 0 |
| Initial antenna violation count | 0 |
| # Cells Yosys | 226 |
| Hold Vio Cnt, Final | 0 |
| Clock buffers | 0 |
| Routed vias/inst | 5.363 |
| First-pass GRT wire length | 15.00 mm |
| Pre-antenna DRT Iters | 4 |
| Final Core Density | 43.90% |
| Power Dens Cells | 187.2 nW/um^2 |
| Hold path startpoint | dataA[0] |
| Gr usage total | 13.84% |
| Core area | 9196 sq um |
| Average cell area after synthesis | 9.157 sq um |
| Most common logic cell in the routed design | buf_4 |
| Die area | 13690 sq um |
| Port Buf Inserts | 69 |
| Leak | 1.764 nW |
| CP Capture Type | output port |
| Min cycle time layout | 2.812 ns |
| AO/OA Area Share | 20.68% |
| Dominant combinational family | multiplexers |
| Synth-to-Final Area Change | 95.10% |
| Slowest CP cell | mux4_2 |
| MI comb area | 2132 sq um |
| Die width | 117 microns |
| Fp util | 22.50% |
| ANT cells | 0 |
| Critical path class | in2out |
| Total power draw | 0.7559 mW |
| Placed insts | 471 |
| Chip area in the Yosys report | 2069 sq um |
| Max stage delay on crit path | 0.51 ns |
| Flop area | 0 sq um |
| Cell variety after synth | 48 |
| Die height | 117 microns |
| Finished Layout Cells | 502 |
| Simple Share, Synth | 16.20% |
| FP Rows | 35 |
| RSZ-0062 raised after global routing | yes |
| Placer congestion estimate | 0.9478 |
| Final Cell Area | 4038 sq um |
| Cells after Synth | 226 |
| Highest clock rate | 355.6 MHz |
| Largest net degree at the start of global routing | 24 |
| Final Cycle Share | 100.4% |
| Pins over their slew limit | 0 |
| Final wirelength | 9.705 mm |
| Top Layout Cells | 86 x buf_4, 32 x mux4_2, 24 x buf_6 |
| Sequential fraction of the synthesis area | 0% |
| Final HPWL DP | 7.498 mm |
| Worst Hold Depth | 6 |
| WHS | 1.776 ns |
| CP Launch Type | primary input |
| Worst Tran Pin Value | 0.4558 ns |
| Syn. warnings | 0 |
| Worst hold path type | in2out |
| VDD IR max | 0.00008170 V |
| ANT nets after route | 0 |
| Relative slew margins | 69.41% |
## synth_stat cells, drive strengths merged (2+ instances only)
library cell | instances | area share (%)
mux4 | 33 | 37
mux2i | 22 | 11
nor2 | 20 | 3.6
buf | 16 | 4.8
mux2 | 15 | 8.2
nand2 | 12 | 2.2
nand3 | 10 | 2.4
a22oi | 9 | 3.3
o22ai | 9 | 2.7
clkbuf | 7 | 1.3
o21ai | 6 | 1.5
a211oi | 5 | 1.8
and2 | 5 | 1.5
inv | 5 | 0.91
o211ai | 5 | 1.8
nand2b | 4 | 1.2
nor2b | 4 | 1.2
a21oi | 3 | 0.73
a32oi | 3 | 1.3
o2bb2ai | 3 | 1.3
a21o | 2 | 0.73
clkinv | 2 | 0.36
nand4 | 2 | 0.60
nor3 | 2 | 0.48
o211a | 2 | 0.97
o31ai | 2 | 0.73
or2 | 2 | 0.60
or3 | 2 | 0.60
## area by class of cell
| cell class | instances | area share, % |
|---|---|---|
| tap | 111 | 3.440 |
| multi-input combinational | 196 | 52.80 |
| inverter | 7 | 0.8677 |
| timing repair buffer | 188 | 42.89 |
## worst max-delay path by stage
stage         startpoint     endpoint  slack [ns]  cells after the start
finish          dataA[7]  dataOut[24]       -0.01                      7
global route    dataB[1]  dataOut[24]       -0.06                      7
CTS            dataA[12]  dataOut[19]       -0.15                      8
## worst max-delay path: cells and delay by family
| kind | cells | cell delay (ns) |
|---|---|---|
| AND-OR/OR-AND | 2 | 0.69 |
| multiplexers | 1 | 0.51 |
| buffers and inverters | 3 | 0.45 |
| AND/OR/NAND/NOR | 1 | 0.03 |
## repair_timing
| item | in CTS | in global routing |
|---|---|---|
| endpoints found under the hold margin | 0 | 0 |
| setup endpoints to repair | 32 | 23 |
| setup buffers | 25 | 5 |
| hold buffers | 0 | 0 |
| gates cloned | 3 | 1 |
| resized | 186 | 44 |
| pin swaps | 18 | 19 |
## where the power goes
| part | total (mW) | switching (mW) | internal (mW) |
|---|---|---|---|
| Combinational | 0.756 | 0.309 | 0.447 |
| Clock | 0 | 0 | 0 |
| Sequential | 0 | 0 | 0 |
| Total | 0.756 | 0.309 | 0.447 |
## layer usage
layer | GRT usage, % | share of wire [%]
met5 | 0 | 0
met4 | 0 | 0.20
met3 | 2.890 | 8.1
met2 | 22.35 | 47
met1 | 20.01 | 45
## kinds of logic after synthesis
family          after synthesis
buf+inv                      30
compound gates               58
simple gates                 68
mux                          70
Power figures rest on the tool's default switching activity, not on a simulated workload.
