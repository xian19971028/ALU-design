$ cat run.sh
#!/bin/bash
# OpenROAD 26Q1-2900-gdf79404cd8, Yosys 0.63+post, stock flow scripts
make -C /OpenROAD-flow-scripts/flow DESIGN_CONFIG=/design/flow/config.mk WORK_HOME=/design/flow/orfs finish
$ cat config.mk
export PLATFORM = sky130hd
export DESIGN_NAME = ALU
export DESIGN_NICKNAME = ALU
export VERILOG_FILES = /design/flow/design.v
export SDC_FILE = /design/flow/constraint.sdc
export NUM_CORES = 4
export LEC_CHECK = 1
export CORE_UTILIZATION = 30
$ cat constraint.sdc
current_design ALU

set clk_period 46.3
set clk_io_pct 0.2

create_clock -name clk0 -period $clk_period

set non_clock_inputs [all_inputs -no_clocks]
set_input_delay [expr $clk_period * $clk_io_pct] -clock clk0 $non_clock_inputs
set_output_delay [expr $clk_period * $clk_io_pct] -clock clk0 [all_outputs]
$ cat design.v
`timescale 1ns/1ns
module ALU( dataA, dataB, Signal, dataOut );
input signed [31:0] dataA;
input signed [31:0] dataB;
input [5:0] Signal;   
output signed [31:0] dataOut;
wire [31:0] temp;
wire signed [31:0] sum;
wire [31:0] Less;
parameter AND = 6'b100100;
parameter OR  = 6'b100101;
parameter ADD = 6'b100000;
parameter SUB = 6'b100010;
parameter SLT = 6'b101010;
wire invertB;
assign invertB = ( Signal == SUB || Signal == SLT ) ? 1 : 0;
ALU_1bit ALU_1bit1( .dataA( dataA[0] ), .dataB( dataB[0] ), .Signal( Signal ), .cin( invertB ), .sum( sum[0] ), .cout( temp[0] ), .Less( 0 ), .invertB( invertB ) );
ALU_1bit ALU_1bit2( .dataA( dataA[1] ), .dataB( dataB[1] ), .Signal( Signal ), .cin( temp[0] ), .sum( sum[1] ), .cout( temp[1] ), .Less( 0 ), .invertB( invertB ) );
ALU_1bit ALU_1bit3( .dataA( dataA[2] ), .dataB( dataB[2] ), .Signal( Signal ), .cin( temp[1] ), .sum( sum[2] ), .cout( temp[2] ), .Less( 0 ), .invertB( invertB ) );
ALU_1bit ALU_1bit4( .dataA( dataA[3] ), .dataB( dataB[3] ), .Signal( Signal ), .cin( temp[2] ), .sum( sum[3] ), .cout( temp[3] ), .Less( 0 ), .invertB( invertB ) );
ALU_1bit ALU_1bit5( .dataA( dataA[4] ), .dataB( dataB[4] ), .Signal( Signal ), .cin( temp[3] ), .sum( sum[4] ), .cout( temp[4] ), .Less( 0 ), .invertB( invertB ) );
ALU_1bit ALU_1bit6( .dataA( dataA[5] ), .dataB( dataB[5] ), .Signal( Signal ), .cin( temp[4] ), .sum( sum[5] ), .cout( temp[5] ), .Less( 0 ), .invertB( invertB ) );
ALU_1bit ALU_1bit7( .dataA( dataA[6] ), .dataB( dataB[6] ), .Signal( Signal ), .cin( temp[5] ), .sum( sum[6] ), .cout( temp[6] ), .Less( 0 ), .invertB( invertB ) );
ALU_1bit ALU_1bit8( .dataA( dataA[7] ), .dataB( dataB[7] ), .Signal( Signal ), .cin( temp[6] ), .sum( sum[7] ), .cout( temp[7] ), .Less( 0 ), .invertB( invertB ) );
ALU_1bit ALU_1bit9( .dataA( dataA[8] ), .dataB( dataB[8] ), .Signal( Signal ), .cin( temp[7] ), .sum( sum[8] ), .cout( temp[8] ), .Less( 0 ), .invertB( invertB ) );
ALU_1bit ALU_1bit10( .dataA( dataA[9] ), .dataB( dataB[9] ), .Signal( Signal ), .cin( temp[8] ), .sum( sum[9] ), .cout( temp[9] ), .Less( 0 ), .invertB( invertB ) );
ALU_1bit ALU_1bit11( .dataA( dataA[10] ), .dataB( dataB[10] ), .Signal( Signal ), .cin( temp[9] ), .sum( sum[10] ), .cout( temp[10] ), .Less( 0 ), .invertB( invertB ) );
ALU_1bit ALU_1bit12( .dataA( dataA[11] ), .dataB( dataB[11] ), .Signal( Signal ), .cin( temp[10] ), .sum( sum[11] ), .cout( temp[11] ), .Less( 0 ), .invertB( invertB ) );
ALU_1bit ALU_1bit13( .dataA( dataA[12] ), .dataB( dataB[12] ), .Signal( Signal ), .cin( temp[11] ), .sum( sum[12] ), .cout( temp[12] ), .Less( 0 ), .invertB( invertB ) );
ALU_1bit ALU_1bit14( .dataA( dataA[13] ), .dataB( dataB[13] ), .Signal( Signal ), .cin( temp[12] ), .sum( sum[13] ), .cout( temp[13] ), .Less( 0 ), .invertB( invertB ) );
ALU_1bit ALU_1bit15( .dataA( dataA[14] ), .dataB( dataB[14] ), .Signal( Signal ), .cin( temp[13] ), .sum( sum[14] ), .cout( temp[14] ), .Less( 0 ), .invertB( invertB ) );
ALU_1bit ALU_1bit16( .dataA( dataA[15] ), .dataB( dataB[15] ), .Signal( Signal ), .cin( temp[14] ), .sum( sum[15] ), .cout( temp[15] ), .Less( 0 ), .invertB( invertB ) );
ALU_1bit ALU_1bit17( .dataA( dataA[16] ), .dataB( dataB[16] ), .Signal( Signal ), .cin( temp[15] ), .sum( sum[16] ), .cout( temp[16] ), .Less( 0 ), .invertB( invertB ) );
ALU_1bit ALU_1bit18( .dataA( dataA[17] ), .dataB( dataB[17] ), .Signal( Signal ), .cin( temp[16] ), .sum( sum[17] ), .cout( temp[17] ), .Less( 0 ), .invertB( invertB ) );
ALU_1bit ALU_1bit19( .dataA( dataA[18] ), .dataB( dataB[18] ), .Signal( Signal ), .cin( temp[17] ), .sum( sum[18] ), .cout( temp[18] ), .Less( 0 ), .invertB( invertB ) );
ALU_1bit ALU_1bit20( .dataA( dataA[19] ), .dataB( dataB[19] ), .Signal( Signal ), .cin( temp[18] ), .sum( sum[19] ), .cout( temp[19] ), .Less( 0 ), .invertB( invertB ) );
ALU_1bit ALU_1bit21( .dataA( dataA[20] ), .dataB( dataB[20] ), .Signal( Signal ), .cin( temp[19] ), .sum( sum[20] ), .cout( temp[20] ), .Less( 0 ), .invertB( invertB ) );
ALU_1bit ALU_1bit22( .dataA( dataA[21] ), .dataB( dataB[21] ), .Signal( Signal ), .cin( temp[20] ), .sum( sum[21] ), .cout( temp[21] ), .Less( 0 ), .invertB( invertB ) );
ALU_1bit ALU_1bit23( .dataA( dataA[22] ), .dataB( dataB[22] ), .Signal( Signal ), .cin( temp[21] ), .sum( sum[22] ), .cout( temp[22] ), .Less( 0 ), .invertB( invertB ) );
ALU_1bit ALU_1bit24( .dataA( dataA[23] ), .dataB( dataB[23] ), .Signal( Signal ), .cin( temp[22] ), .sum( sum[23] ), .cout( temp[23] ), .Less( 0 ), .invertB( invertB ) );
ALU_1bit ALU_1bit25( .dataA( dataA[24] ), .dataB( dataB[24] ), .Signal( Signal ), .cin( temp[23] ), .sum( sum[24] ), .cout( temp[24] ), .Less( 0 ), .invertB( invertB ) );
ALU_1bit ALU_1bit26( .dataA( dataA[25] ), .dataB( dataB[25] ), .Signal( Signal ), .cin( temp[24] ), .sum( sum[25] ), .cout( temp[25] ), .Less( 0 ), .invertB( invertB ) );
ALU_1bit ALU_1bit27( .dataA( dataA[26] ), .dataB( dataB[26] ), .Signal( Signal ), .cin( temp[25] ), .sum( sum[26] ), .cout( temp[26] ), .Less( 0 ), .invertB( invertB ) );
ALU_1bit ALU_1bit28( .dataA( dataA[27] ), .dataB( dataB[27] ), .Signal( Signal ), .cin( temp[26] ), .sum( sum[27] ), .cout( temp[27] ), .Less( 0 ), .invertB( invertB ) );
ALU_1bit ALU_1bit29( .dataA( dataA[28] ), .dataB( dataB[28] ), .Signal( Signal ), .cin( temp[27] ), .sum( sum[28] ), .cout( temp[28] ), .Less( 0 ), .invertB( invertB ) );
ALU_1bit ALU_1bit30( .dataA( dataA[29] ), .dataB( dataB[29] ), .Signal( Signal ), .cin( temp[28] ), .sum( sum[29] ), .cout( temp[29] ), .Less( 0 ), .invertB( invertB ) );
ALU_1bit ALU_1bit31( .dataA( dataA[30] ), .dataB( dataB[30] ), .Signal( Signal ), .cin( temp[29] ), .sum( sum[30] ), .cout( temp[30] ), .Less( 0 ), .invertB( invertB ) );
ALU_1bit ALU_1bit32( .dataA( dataA[31] ), .dataB( dataB[31] ), .Signal( Signal ), .cin( temp[30] ), .sum( sum[31] ), .cout( temp[31] ), .Less( 0 ), .invertB( invertB ) );
assign Less = { 31'b0, sum[31] };
assign dataOut = ( Signal == SLT ) ? Less : sum;
endmodule
`timescale 1ns/1ns
module ALU_1bit( dataA, dataB, Signal, invertB, Less, cin, sum, cout );
input dataA;
input dataB;
input cin;
input [5:0] Signal;
input invertB;
input Less;
output sum;
output cout;
parameter AND = 6'b100100;
parameter OR  = 6'b100101;
parameter ADD = 6'b100000;
parameter SUB = 6'b100010;
parameter SLT = 6'b101010;
wire AND_ans;
wire OR_ans;
wire ADD_ans;
wire invertDataB;
assign invertDataB = ( dataB == invertB ) ? 0 : 1;   
Adder_1bit Adder_1bit( .dataA( dataA ), .dataB( invertDataB ), .cin( cin ), .sum( ADD_ans ), .cout( cout ) );
Or_1bit Or_1bit( .dataA( dataA ), .dataB( dataB ), .ans( OR_ans ) );
And_1bit And_1bit( .dataA( dataA ), .dataB( dataB ), .ans( AND_ans ) );
assign sum = ( Signal == AND ) ? AND_ans : ( Signal == OR ) ? OR_ans : ADD_ans;
endmodule
`timescale 1ns/1ns
module Adder_1bit( dataA, dataB, cin, sum, cout );
input dataA, dataB, cin;
output sum, cout;
wire e1, e2, e3;
assign e1 = ( dataA == dataB ) ? 0 : 1;
assign e2 = ( dataA == 1 && dataB == 1 ) ? 1 : 0;
assign e3 = ( cin == 1 && e1 == 1 ) ? 1 : 0;
assign cout = ( e2 == 0 && e3 == 0 ) ? 0 : 1;
assign sum = ( cin == e1 ) ? 0 : 1;
endmodule
`timescale 1ns/1ns
module And_1bit( dataA, dataB, ans ); 
input dataA;
input dataB;
output ans;
assign ans = ( dataA == 1 && dataB == 1 ) ? 1 : 0;
endmodule
`timescale 1ns/1ns
module Or_1bit( dataA, dataB, ans ); 
input dataA;
input dataB;
output ans;
assign ans = ( dataA == 0 && dataB == 0 ) ? 0 : 1;
endmodule
==> notes.md <==
The synthesis and place-and-route flow finished, so here is a summary.

The run finished with clean final reports. The warning total across the stage logs came out at 33. The number of cells in Yosys stat came out at 268. The longest incremental delay of any stage on the critical path is reported as 0.47 ns. The horizontal die dimension is 81.9 um. Looking at the power breakdown, the clock network takes 0% of the total. The flop count is 0.

After routing the design area is 2940 um2. The fraction of power consumed by sequential logic is 0%. The global-route congestion overflow total came out at 0. The share of total power in combinational logic is 100.0%. The number of hold buffers added after cts is 0. The worst setup path is captured at an output port.

The cell taking the most area after synthesis is fa_1. The final setup violation count came out at 0. Per the log, the first TritonRoute iteration ended with a DRC count of 46. The most numerous cell on the critical path is fa_1.

The total number of yosys warnings came out at 0. The main area contributors are fa_1 31%, a21oi_1 16%, xnor2_1 14%, o21ai_0 8.9%, nor2_1 6.5%. The floorplan-stage core utilization came out at 31.8%. The instance count of the mapped netlist is 268. Looking at the setup timing report, the critical path kind is input pin to output port. The most critical setup path has its startpoint at Signal[0]. The endpoint required time on the critical path is 37.04 ns. Entering global routing, the biggest net connects 63 pins. The full die area is 6700 um2. The routed via count is 2,095. The final antenna diode tally reported by the flow is 0. The type recorded for the worst min-delay path is input pin to output port. The final core area utilization is 48.7%. Compared with the post-synthesis result, the final layout area differs by 53.4%. The number of nets with antenna violations after detailed routing came out at 0.

The maximum fanout along the worst path is 58. The cell area after technology mapping came out at 1910 um2. Per the gpl log, the routability congestion estimate is 0.847.

The half-perimeter wire length after detailed placement is 3.94 mm. Looking at hold timing, the worst path starts from Signal[0]. The layout cell share with drive strength beyond 1 came out at 2.54%. Once placement finished, the instance area stood at 2940 um2. The cell with the biggest individual delay on the critical path is fa_1. Each instance of the synthesized netlist takes up on average 7.14 um2. By count the netlist is led by 63 x a21oi_1, 34 x o21ai_0, 33 x nor2_1. The final critical delay including setup and external delays is 33.23 ns.

The first-pass iteration count of the detailed router is 4. The final layout contains routed wiring with a total length of 5.19 mm. The distinct cell type count after synthesis is 27. The total internal power came out at 0.0244 mW. The switching power came out at 0.0134 mW. The final routed DRC violation total is 0. The core area came out at 6030 um2. The number of rows in the core area is 28. In this run, post-CTS repair resized a total of 0 instances. The placement report lists the number of port buffers as 102.

By instance count, the leading cell after synthesis is a21oi_1. The final tally of max-slew violations came out at 0. The period utilization is 71.8%.

The overall die height came out at 81.9 um. The share of the synthesized area in the top cell type is 31.4%. The pin closest to its max-slew limit shows a slew of 0.603 ns.

The sequential element share of the synthesized area came out at 0%. The leakage power came out at 1.09 nW. The number of clock buffer instances in the layout is 0. The maximum resistive drop on vdd came out at 0.00644 mV.

The number of primary I/O pins came out at 102. The worst setup path is launched from an input pin. In this run the power density over the cells is 12.9 nW/um2. Per the breakdown, switching nets consume 35.5% of all power. The peak clock frequency supported by timing is 30.1 MHz. Summed over all failing endpoints, the final setup total negative slack is 0 ns. The max-capacitance violation count is 0. The first global-routing pass estimated 8.60 mm of wire. STA puts the critical path data arrival time at 23.97 ns.

The post-CTS repair timing setup buffer count is 0. The combined global-route utilization of all metal layers came out at 16.3%. The routed design shows a wire length per standard cell of 12.1 um.

The number of hold violations in the final report came out at 0. Using the TritonRoute via totals, the vias-per-cell ratio works out to 4.88. The number of antenna violations at the first check in global routing was 0. The area figure in the yosys stat output is 1910 um2. The via count of the first global-routing pass was 1,882. Setup repair after global routing left no endpoint under its margin.

The worst max-slew margin expressed relative to the limit came out at 59.8%. The overall power after layout is 0.0378 mW. The area taken by sequential standard cells is reported as 0 um2.
[cell usage in the layout, fill, tap and decap left out, drive strengths merged]
cell type and n:
or2 1, nor3 1, fa 30, buf 5, or3b 3, xnor3 1
a21oi 63, a31oi 1, a2111oi 1, o21ai 34, xnor2 30, ha 2
nor2 34, o211a 1, nand2b 1, and2 1, nand3 1, nor3b 1
nor2b 1, or3 1, a211oi 4, inv 4, nand2 32, clkdlybuf4s50 101
[routing by layer]
| metal | GRT usage (%) | part of all wire, % | vias up |
|---|---|---|---|
| met3 | 2.14 | 7.9 | 2 |
| li1 | - | - | 1079 |
| met5 | 0 | 0 | - |
| met1 | 25.6 | 47 | 941 |
| met4 | 0.702 | 0.27 | 0 |
| met2 | 25.6 | 45 | 73 |
[area by class of cell]
type                       instances  area [um2]
multi-input combinational        244        1780
inverter                           4        15.0
tap                               75        93.8
fill                             603        3090
timing repair buffer             106        1050
[cell families after synthesis]
| kind of cell | synth area share (%) |
|---|---|
| AOI/OAI and AO/OA | 28.5 |
| adders and majority gates | 32.7 |
| and+or+nand+nor | 17.0 |
| buffers and inverters | 6.93 |
| xor gates and xnor gates | 14.9 |
[worst max-delay path, delay by kind of cell]
kind | cells | cell delay, ns
compound gates | 4 | 0.69
fa+ha+maj | 30 | 11.87
simple gates | 3 | 0.81
buf+inv | 4 | 1.32
[path summary, 6_finish.rpt]
| path | to | slack [ns] | depth (start not counted) |
|---|---|---|---|
| worst min-delay path | dataOut[31] | 19.59 | 6 |
| worst max-delay path | dataOut[31] | 13.07 | 41 |
[per-stage QoR]
stage	hold slack (ns)	std cells	setup WS [ns]
finish	19.59	429	13.07
global placement	19.61	429	13.17
floorplan	18.70	268	14.28
CTS	19.60	429	13.00
global route	19.66	429	12.37
detailed placement	19.59	429	13.06
[power by group through the flow]
stage | clock network (mW) | logic, mW | registers [mW]
4_1_cts | 0 | 0.0385 | 0
5_1_grt | 0 | 0.0433 | 0
6_report | 0 | 0.0378 | 0
Power figures rest on the tool's default switching activity, not on a simulated workload.
